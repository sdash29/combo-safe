$ cat design.v
module combo( input logic MAX10_CLK1_50,
				  input logic[1:0] KEY,
				  input logic[12:8] ARDUINO_IO,
				  input logic GND,
				  input logic[9:0]SW,
				  output logic[7:0] HEX0,HEX1,HEX2,HEX3,HEX4,HEX5,
				  output logic[9:0] LEDR
				  );
logic [3:0] key_code;
logic key_validn;
logic[7:0] segments;
logic saveAT,savePW;
assign key_validn=KEY[1];
assign key_code[3:0]=SW[3:0];
logic clk, reset, enter,match;
logic [2:0]count1;
logic [47:0] buffer;
logic[47:0] PASSWORD,ATTEMPT;
logic[2:0] presentstate;
assign LEDR[9:7]=presentstate;
assign LEDR[6:3]=key_code;
assign LEDR[2:0]=count1;
localparam logic[47:0] OPEN=48'hF7_C0_8C_86_AB_F7;
localparam logic[47:0] LOCKED=48'hC7_C0_C6_89_86_C0;
localparam logic[7:0] OFF=8'b11111111;
assign clk=MAX10_CLK1_50;
always_comb begin
enter=0;
case (presentstate)
3'b001: enter=(!key_validn_sync)&(key_code_sync==4'he)&(count1>3'd6) ;
3'b011:enter=  (!key_validn_sync)&(key_code_sync==4'he)&(count1>3'd6);
endcase
end
logic[3:0] key_code_sync;
logic key_validn_sync;
logic ff1,ff2,prev;
always_ff @(posedge clk)begin
  ff1<=key_validn;
  ff2<=ff1;
end
assign key_validn_sync=ff2;
logic[3:0] ff3,ff4;
always_ff @(posedge clk)begin
  ff3<=key_code;
  ff4<=ff3;
end
assign key_code_sync=ff4;
logic prev1,ff5;
logic press;
always_ff @(posedge clk)begin
    prev1<=key_validn_sync;
	 press<=prev1 & !key_validn_sync;
end
always_comb begin
 match=(ATTEMPT==PASSWORD);
 reset=(!key_validn_sync)&(key_code_sync==4'hf)&(presentstate==3'b001||3'b011);
end
always_ff @(posedge clk) begin
 if(savePW)
  PASSWORD<=buffer;
  if(saveAT)
  ATTEMPT<=buffer;
end
always_ff @(posedge clk) begin
 if(presentstate==3'b000)
    {HEX5,HEX4,HEX3,HEX2,HEX1,HEX0}<=OPEN;
 else if(presentstate==3'b010)
    {HEX5,HEX4,HEX3,HEX2,HEX1,HEX0}<=LOCKED;
 else
    {HEX5,HEX4,HEX3,HEX2,HEX1,HEX0}<=buffer;
end
always_ff @(posedge clk)begin
if(presentstate==3'b001||presentstate==3'b011)begin
 if(press)begin
 if(count1<= 3'd6) begin
  count1<=count1+1;
  if(count1<3'd6)
  buffer<={buffer[39:0],segments};
	 end
	end
  end
else  begin
   count1<=3'b001;
	buffer<={OFF,OFF,OFF,OFF,OFF,segments};
	end
end 
 always_comb
 case(key_code_sync)
 4'h0: segments =8'b11000000;
 4'h1: segments =8'b11111001;
 4'h2: segments =8'b10100100;
 4'h3: segments =8'b10110000;
 4'h4: segments= 8'b10011001;
 4'h5: segments= 8'b10010010;
 4'h6: segments= 8'b10000010;	
 4'h7: segments= 8'b11111000;	
 4'h8: segments= 8'b10000000;
 4'h9: segments= 8'b10011000;
 4'ha: segments= 8'b10001000;	
 4'hb: segments= 8'b10000011;
 4'hc: segments= 8'b10100111;
 4'hd: segments= 8'b10100001;
 4'he: segments= 8'b10000110;
 4'hf: segments= 8'b10001110;
 default: segments= 8'b11111111;
 endcase
fsm_synth u1(enter, match,reset,press,clk,count1,saveAT,savePW,KEY,presentstate);
endmodule
module fsm_synth(input logic enter,
					  input logic match,
					  input logic reset,
					  press,
					  input logic clk,
					  input logic[2:0] count1,
					  output logic saveAT,
					  output logic savePW,
					  input logic[1:0] KEY,
					  output logic[2:0] presentstate);
typedef enum int unsigned{STATE_A=0,STATE_B=1,STATE_C=2,STATE_D=3,STATE_E=4,
STATE_WAIT=5} statetype;
statetype present_state,next_state;
always_comb begin
case(present_state)
   STATE_A: begin
	           saveAT=0;
				  savePW=0;
				 end
	STATE_B: begin
	           saveAT=1;
				  savePW=0;
				 end
	STATE_C: begin
	           saveAT=0;
				  savePW=0;
				 end
	STATE_D:begin 
	           saveAT=0;
				  savePW=1;
			  end
	STATE_E: begin
	           saveAT=0;
				  savePW=0;
				end
	default: begin
	           saveAT=0;
				  savePW=0;
	         end
	endcase
end
always_comb begin
 next_state=present_state;
  case(present_state)
    STATE_A: begin
	  if(press) next_state=STATE_B;
	 end
	 STATE_B: begin
	  if(enter) next_state=STATE_WAIT;
	 end  
	 STATE_WAIT: begin
        next_state=STATE_C;
	 end
	 STATE_C: begin
	  if(press) next_state=STATE_D;
	 end
	 STATE_D: begin
	  if(enter) next_state=STATE_E;
	 end
	 STATE_E: begin
	  if(match) next_state=STATE_A;
	  else next_state=STATE_C;
	 end
  endcase
end
always_ff @(posedge clk) begin
    if(reset) begin
	    if(present_state==STATE_B) 
	    present_state<=STATE_A;
	    if(present_state==STATE_D) 
	    present_state<=STATE_C;
	 end	 
	 else begin
	    present_state<=next_state;   
	 end
	 presentstate<=present_state;
end
endmodule
$ cat run.sh
#!/bin/bash
# OpenROAD 26Q1-2900-gdf79404cd8, Yosys 0.63+post, stock flow scripts
make -C /OpenROAD-flow-scripts/flow DESIGN_CONFIG=/design/flow/config.mk WORK_HOME=/design/flow/orfs finish
$ cat config.mk
export PLATFORM = sky130hd
export DESIGN_NAME = combo
export DESIGN_NICKNAME = combo
export VERILOG_FILES = /design/flow/design.v
export SDC_FILE = /design/flow/constraint.sdc
export NUM_CORES = 4
export LEC_CHECK = 1
export CORE_UTILIZATION = 40
$ cat constraint.sdc
current_design combo

set clk_period 4.7
set clk_io_pct 0.2

create_clock -name clk0 -period $clk_period [get_ports {MAX10_CLK1_50}]

set non_clock_inputs [all_inputs -no_clocks]
set_input_delay [expr $clk_period * $clk_io_pct] -clock clk0 $non_clock_inputs
set_output_delay [expr $clk_period * $clk_io_pct] -clock clk0 [all_outputs]
==> flow_summary.ini <==
; flow metrics
[synthesis]
synth_top_cell_by_count = dfxtp_1
top_area_cell = edfxtp_1
edf_count = 94
synthCells = 506
yosysChipArea_um2 = 6680
syn_area_per_cell_um2 = 13.2
ys.flops = 196
yosysWarnings = 2
yosys.stat.seqShare = 0.729
synthDistinctLibCells = 38
synth-async-reset-ratio = 0
synth_stat.cells = 506
netlist_area_um2 = 6680
area_leaders = edfxtp_1 42%, dfxtp_1 31%, xor2_1 5.6%
synth_top_flop_cell = dfxtp_1
common_cells = 102 x dfxtp_1, 94 x edfxtp_1, 85 x nand2_1, 43 x xor2_1, 38 x nand3_1
top_area_frac = 0.423

[clock_tree]
cts_setup_buffers = 0
root_buffer = clkbuf_16
cts_resized = 0
htree_levels = 4
cts_made_buffers = 17
path_clk_slew_ps = 70
insertion_delay_ps = 420
cts_tree = built
postCtsHoldBufs = 0
cts_buffer_depth = 2
clock_sink_count = 196

[drt]
antenna_cells = 0
drt_first_pass_iters = 4
drt-met1-wl_mm = 5.23
route.met2.wl_mm = 5.18
drtIter0Drc = 185
post_drt_via_cell_ratio = 4.67
drt_drc_violations_left = 0
top_layer_used = met4
num_vias = 3711
wl_met3_um = 627
wire_per_inst_um = 14.1
routed_wl_mm = 11.2
antenna_left = 0

[final_timing]
clock.fmax_ghz = 0.356
rsz0062_at_grt = no
whs_ps = 333
finalSetupViolCount = 0
hold_violations = 0
timing.final.crit_period_ps = 2810
max-slew-margin-rel = 0.591
setup_tns_ps = 0
skew_ps = 6.57
tightest_slew_ps = 614
fin_crit_sh = 0.598
final_max_slew_viol_count = 0
fin_ws_ps = 1890

[floorplanning]
core-area_um2 = 16100
die_area_um2 = 17200
rows = 46
die_w_um = 131
initial_core_util = 0.414
ioPinCount = 77
die_y_um = 131

[placement]
pre_cts_ws_ps = 1890
placed_cell_area_um2 = 7440
port_buffers = 57
place_hpwl_mm = 7.10
place_inst = 762
place.gp.congestion = 0.796

[flow_run]
drv_cap = 0
tool_warnings = 43

[setup_path]
path_cells = clkdlybuf4s50_1 -> clkdlybuf4s50_1
r2r_start = u1.present_state[2]
critPathCaptureType = output pin
cp_max_fo = 2
critPathMaxStageDelay_ps = 470
crit_start = SW[0]
slowest_stage = clkdlybuf4s50_1
crit_required_ps = 3760
crit_arrival_ps = 1870
cp_common_cell = clkdlybuf4s50_1
critPathLaunchType = input pin
critPathBufInv = 2
cp_top_family = buffers and inverters
crit_type = in -> out

[power_and_ir_drop]
p_per_area_nw_per_um2 = 471
leakagePower_nw = 2.95
p_total_mw = 3.77
peakVddDrop_v = 0.000288

[run_status]
status = finished, final reports clean

[global_route]
grt_pass1_vias = 3566
antenna_found_initial = 0
overflow = 0
grt_pass1_wl_mm = 18.4
grt_start_max_net_pins = 43
grt_usage = 0.144

[finish]
syn_to_final_growth_pct = 19.9
fin_area_um2 = 8000
fin_cells = 794
final_util = 0.497
drive_above_1_share = 0.0709

[worst_hold_path]
hp-class = reg -> reg
hold_start = ff1
-- sequential cells by signal, summed over array words and instances, names as in the netlist --
name,flops
ff2,1
u1.presentstate,3
HEX3,7
ff1,1
u1.present_state,3
HEX4,7
press,1
buffer,42
ff4,4
HEX1,7
HEX0,7
prev1,1
PASSWORD,42
count1,3
HEX2,7
ff3,4
HEX5,7
ATTEMPT,42
segments,7
-- power breakdown --
group | switching, mW | internal [mW]
sequential | 0.0835 | 1.97
combinational | 0.164 | 0.190
clock | 0.587 | 0.779
-- worst paths after layout --
path	to	slack (ps)	depth (start not counted)
worst max-delay path	LEDR[3]	1890	2
worst min-delay path	ff2	330	0
worst max register to register	PASSWORD[43]	2700	3
worst min register to register	ff2	330	0
-- layout by cell type, fill, tap and decap left out, types with 7 or more instances in the layout --
master and count:
o21a_1 13, clkbuf_16 17, nand2b_1 10, clkdlybuf4s50_1 57, dfxtp_1 102, nand3_1 38, xor2_1 43, nand2_1 85
nor4_1 10, and2_1 17, o21ai_0 8, edfxtp_1 94, inv_1 7, ha_1 7
-- cell families (layout without fill, tap and decap cells) --
| logic type | Yosys count | in the layout | share of synthesized area |
|---|---|---|---|
| flip-flops | 196 | 196 | 0.729 |
| AND/OR/NAND/NOR | 188 | 188 | 0.135 |
| XOR/XNOR | 43 | 43 | 0.0564 |
| buffers and inverters | 35 | 102 | 0.0281 |
| AND-OR/OR-AND | 33 | 33 | 0.0319 |
| adder cells (fa/ha/maj) | 7 | 7 | 0.0131 |
| multiplexers | 3 | 3 | 0.00637 |
| other | 1 | 6 | 0.000562 |
-- per-layer routing --
metal | up-vias | track usage
met2 | 104 | 0.216
met1 | 1748 | 0.233
li1 | 1841 | -
met4 | 0 | 0.0209
met3 | 18 | 0.0389
met5 | - | 0
-- final cells by class --
cell class	instances	area, µm²
inverter	7	26.3
clock buffer	18	429
clock inverter	14	139
timing repair buffer	63	616
sequential	196	4860
multi-input combinational	280	1660
tap	216	270
fill	1372	8110
Power is estimated from default activity; no workload was simulated.
